## ./config.mk

```make
export PLATFORM = sky130hd
export DESIGN_NAME = identity_registers
export DESIGN_NICKNAME = identity_registers
export VERILOG_FILES = /design/flow/design.v
export SDC_FILE = /design/flow/constraint.sdc
export NUM_CORES = 4
export LEC_CHECK = 1
export CORE_AREA = 10 10 70 70
export DIE_AREA = 0 0 80 80
```

## ./constraint.sdc

```tcl
current_design identity_registers

set clk_period 1.0
set clk_io_pct 0.2

create_clock -name clk0 -period $clk_period [get_ports {clk}]

set non_clock_inputs [all_inputs -no_clocks]
set_input_delay [expr $clk_period * $clk_io_pct] -clock clk0 $non_clock_inputs
set_output_delay [expr $clk_period * $clk_io_pct] -clock clk0 [all_outputs]
```

## ./design.v

```verilog
`timescale 1ns / 1ps
module identity_registers(
    input wire clk,
    input wire [31:0] addr,
    output reg [31:0] number
    );
    reg [31:0] rom ['h0010000c:'h00100000]; 
    initial begin
        rom['h00100008] = 'hfee9ab00;  
        rom['h00100004] = 'h4567c900;  
        rom['h00100000] = 'h944db200;  
    end
    always@(posedge clk) begin
        number <= rom[addr[31:0]];
    end
endmodule
```

## ./run.sh

```bash
#!/bin/bash
# OpenROAD 26Q1-2900-gdf79404cd8, Yosys 0.63+post, stock flow scripts
make -C /OpenROAD-flow-scripts/flow DESIGN_CONFIG=/design/flow/config.mk WORK_HOME=/design/flow/orfs finish
```

==> run notes <==
The full implementation flow was run.

In the finished design, the share of the clock period the worst path needs comes to 106%. The number of primary I/O pins stands at 65. Counting stages on the worst path, the most repeated cell is sky130_fd_sc_hd__buf_6.

The tree built by TritonCTS fans out to 6 sinks. The script computed the net switching share of total power as 19.8%. The switching power stands at 113 uW. The layout overhead on the synthesized area stands at 44.1%. The commonest register cell is sky130_fd_sc_hd__dfxtp_1. The met2 track demand over resource stands at 3.37%. The post-detailed-routing wire length stands at 843 um.

For this run, asynchronously set or reset flops after synthesis account for 0%. The first global-routing pass estimated 1120 um of wire. TritonCTS built the clock tree. The routing usage on met3 stands at 1.25%.

The final tally of setup violations stands at 2. The run finished, with violations left. The tally of unique sky130hd cells used after synthesis stands at 8. Per the gpl log, the routability congestion estimate is 0.686. The total area inside the core boundary comes to 3420 sq um.

More flip-flops sit in one register than any other, and that register is number. Per STA, the worst path is made up of buf_6 -> buf_6 -> buf_6. Looking at the clock tree report, the maximum root-to-sink buffer count equals 2.

Setup repair after global routing could not meet its margin everywhere. The minimum hold slack stands at 0.575 ns. The data required time of the worst path stands at 0.80 ns. The count of cells in the finished layout, fillers not included, comes to 100. The via count of the routed design stands at 217.

The largest individual stage delay along the critical path comes from the cell sky130_fd_sc_hd__dfxtp_2. Per the synthesis report, the dominant area consumer among library cells is sky130_fd_sc_hd__buf_4. The area reported by Yosys stat stands at 349 sq um. Antenna repair during routing inserted a diode count of 0. The final reports fail on setup timing. The DRC violation total left in the routed layout is recorded as 0. For this run the aggregate overflow at the end of global routing stands at 0. The detailed placer reported the number of placed instances as 94. Among all stages on the critical path, the maximum delay recorded is 0.32 ns.

The critical path in the final layout is reported with a setup slack of -0.0631 ns. The highest clock rate stands at 941 MHz. The post-detailed-route count of antenna-violating nets stands at 0. The final cell utilization of the core stands at 14.7%.

The register with the most flip-flops in the layout has 6 of them. The warning tally printed by Yosys for this design is 1. The global routing report lists combined usage of all routing layers as 2.09%.

The cell sitting at the root of the clock tree is a sky130_fd_sc_hd__clkbuf_4. The clock share of power stands at 38.4%. Once the floorplan was initialized, standard cells occupied 10.2% of the core.

The number of flip-flops and latches in the synthesized netlist stands at 6. The number of global-route vias before repair stands at 227. The critical path is of the register to primary output type.

The HPWL after detailed placement stands at 720 um. After the first detailed-routing iteration, the DRC count stood at 4. met2 is the most crowded layer. The quantity of I/O buffers inserted on ports stands at 20.

The share of Yosys cell area claimed by the top area cell type stands at 55.9%. The worst-path maximum fanout stands at 2. The final max-slew violation count recorded for this run is 0. sky130_fd_sc_hd__buf_4 is the most common cell in the netlist. The report lists the power per cell area as 1130 nW/um^2. The main area contributors are sky130_fd_sc_hd__buf_4 56%, sky130_fd_sc_hd__dfxtp_1 34%, sky130_fd_sc_hd__conb_1 2.2%, sky130_fd_sc_hd__nand2b_1 1.8%, sky130_fd_sc_hd__nor2b_1 1.8%. After synthesis, the most frequently instantiated cells are 26 x sky130_fd_sc_hd__buf_4, 6 x sky130_fd_sc_hd__dfxtp_1, 2 x sky130_fd_sc_hd__conb_1. After synthesis, the design contains 39 cells according to Yosys. STA classifies the critical path startpoint as a register.

The number of antenna violations at the first check in global routing came to 0. The synthesized netlist handed to floorplanning was reported with a cell count of 39. The clock-pin slew on the worst setup and hold paths stands at 0.05 ns. The synthesized design contains 0 enable-type register cells.

The most critical min-delay path falls under input pin to register. The combinational share of power stands at 15.3%. The maximum VDD drop stands at 0.000218 V. The buffer and inverter count on the worst path stands at 3. CTS built an H-tree with a depth of 1. The sequential share of the synthesized area stands at 34.4%. The area of the die stands at 6400 sq um.

The count of tool warnings stands at 57. Hold-check failures listed in the final report amount to 0. The signal arrival time at the worst endpoint stands at 0.86 ns. For this design the static power due to leakage is 0.247 nW. The total of fill cells in the finished design stands at 396. The die is 80 um wide. The timing report attributes the biggest portion of critical-path delay to flip-flops. The number of core rows stands at 21. The internal power of the cells stands at 456 uW. The pin count of the biggest net entering global routing stands at 6.

The first detailed-routing pass took 2 iterations. Per the detail_route report, vias per standard cell equal 2.17. The minimum clock period stands at 1.06 ns.

The routed length per instance stands at 8.43 um. The worst setup path is captured at a primary output. The met1 layer usage reported by global route stands at 2.14%.

The number of hold-repair buffers added at the cts stage stands at 0. The number of max-cap violations stands at 0. Per the TritonCTS log, the buffer count is 3. The summed instance area of the synthesized netlist stands at 349 sq um. The die is 80 um tall. In the final layout, the registers with the most flip-flops are number x6.

In this run, flip-flops and latches consume 46.3% of the power. The proportion of layout cells with a drive suffix above 1 stands at 44.4%. The average instance area after synthesis stands at 8.95 sq um.
-- repair_timing --
| item | in CTS | in global routing |
|---|---|---|
| setup buffers | 3 | 0 |
| resized | 44 | 12 |
| setup endpoints to repair | 18 | 15 |
-- layout by cell type, fill, tap and decap left out --
cell	Yosys	final
sky130_fd_sc_hd__dfxtp_2	0	4
sky130_fd_sc_hd__dlygate4sd2_1	0	1
sky130_fd_sc_hd__nand2b_1	1	1
sky130_fd_sc_hd__buf_4	26	3
sky130_fd_sc_hd__inv_1	1	1
sky130_fd_sc_hd__dfxtp_1	6	2
sky130_fd_sc_hd__clkbuf_4	0	3
sky130_fd_sc_hd__buf_6	0	6
sky130_fd_sc_hd__nor2b_1	1	1
sky130_fd_sc_hd__conb_1	2	14
sky130_fd_sc_hd__nor2_1	1	1
sky130_fd_sc_hd__clkbuf_2	0	8
sky130_fd_sc_hd__clkdlybuf4s50_1	0	2
sky130_fd_sc_hd__clkdlybuf4s15_1	0	6
sky130_fd_sc_hd__or2_1	1	1
-- kinds of logic (layout without fill, tap and decap cells) --
kind of cell	count (synthesis)	in the layout	share of synthesized area (%)
flip-flops	6	6	34.4
other	2	14	2.15
buffers and inverters	27	30	57.0
AND/OR/NAND/NOR	4	4	6.45
-- layout make-up --
class / instances / area, sq um / share of cell area [%]
Clock buffer: 3 / 22.5 / 4.48
Inverter: 1 / 3.75 / 0.746
Timing Repair Buffer: 26 / 219 / 43.5
Tap cell: 46 / 57.6 / 11.4
Multi-Input combinational cell: 18 / 75.1 / 14.9
Sequential cell: 6 / 125 / 24.9
-- final timing paths --
path	to	start	slack, ns	cells past startpoint
setup / recovery	number[14]	number[24]	-0.06	3
hold / removal	number[24]	addr[2]	0.58	2
-- layer usage --
| metal | vias up | routed length (um) | share of wire [%] |
|---|---|---|---|
| met2 | 22 | 399 | 47 |
| met1 | 88 | 311 | 37 |
| li1 | 105 | - | - |
| met5 | - | 0 | 0 |
| met4 | 0 | 14 | 1.7 |
| met3 | 2 | 118 | 14 |
-- power by group through the flow --
stage	sequential [mW]	clock, mW	combinational [mW]
6_report	0.264	0.218	0.0871
5_1_grt	0.265	0.255	0.0991
4_1_cts	0.263	0.230	0.0943
-- metrics by stage --
step	TNS [ns]	worst slack (ns)	total power [mW]	area, sq um
after floorplan	0	0.363	0.334	394
after global placement	-0.418	-0.0419	0.366	479
after detailed placement	-0.647	-0.0604	0.365	479
after CTS	-0.116	-0.0769	0.588	528
after global routing	-0.223	-0.105	0.619	503
final	-0.0867	-0.0631	0.569	503
Power is estimated from default activity; no workload was simulated.
